===== flow/config.mk =====
export PLATFORM = sky130hd
export DESIGN_NAME = data_memory
export DESIGN_NICKNAME = data_memory
export VERILOG_FILES = /design/flow/design.v
export SDC_FILE = /design/flow/constraint.sdc
export NUM_CORES = 4
export LEC_CHECK = 1
export CORE_UTILIZATION = 50

===== flow/constraint.sdc =====
current_design data_memory

set clk_period 79.8
set clk_io_pct 0.2

create_clock -name clk0 -period $clk_period [get_ports {clk}]

set non_clock_inputs [all_inputs -no_clocks]
set_input_delay [expr $clk_period * $clk_io_pct] -clock clk0 $non_clock_inputs
set_output_delay [expr $clk_period * $clk_io_pct] -clock clk0 [all_outputs]

===== flow/design.v =====
`timescale 1ns / 1ps
module data_memory (clk, address, write_data, mem_read, mem_write, 
            read_data);
    input clk, mem_read, mem_write;
    input [6:0] address;                         
    input [31:0] write_data;
    output [31:0] read_data;
    reg [31:0] data_mem [0:127];                
    integer i = 0;
    initial begin                                    
        for(i = 0; i < 128; i = i + 1) begin
            data_mem[i] = 0;
        end
    end
    assign read_data = data_mem[address];
    always @(posedge clk) begin                      
      if (mem_write)
        data_mem[address] = write_data;
    end
endmodule

===== flow/run.sh =====
#!/bin/bash
# OpenROAD 26Q1-2900-gdf79404cd8, Yosys 0.63+post, stock flow scripts
make -C /OpenROAD-flow-scripts/flow DESIGN_CONFIG=/design/flow/config.mk WORK_HOME=/design/flow/orfs finish

==> notes.md <==
impl run done, here's what came out: status finished, final reports clean, chip footprint 0.3155 mm^2, leak pwr 54.92 nW, Max IR drop VDD 0.02061 mV, global route overflow 0, CTS Buf Count 411, Simple Share, Synth 0.02740, Largest register FFs 4,096, Synth Seq Share 0.7853, measured slew at the worst slew-check pin 1374 ps, Critical path origin address[0], kind of critical path input pin to output port, Async S/R FF share, synth 0, Ports 74, Max FO, Critical Path 60, vias per cell 6.772, Arr. time, crit path 22,720 ps, Placed Area 0.1646 mm^2, final critical-path required period 38,680 ps, dpl ws 41,350 ps, Post-synth area hogs edfxtp_1 (79%), a221oi_1 (4.7%), a22oi_1 (2.2%), area grow syn2layout 13.68%, hold path startpoint write_data[17], main logic family after synthesis AND-OR/OR-AND gates, Top Layout Cells edfxtp_1 (4,096), a221oi_1 (847), buf_4 (557), Max Freq 25.86 MHz, largest net degree at the start of global routing 89, Synth top area share 0.7853, cell count in the Yosys report 8,922, final core occ 0.5713, final setup violation count 0, Max Buffers Root-to-Sink 4, CTS resizes 0, adder share 0, Avg Cell Area, Syn 17.55 um^2, Most common reg cell edfxtp_1, die x size 561.7 um, Root Driver clkbuf_16, initial antenna violation count 59, post-synthesis cell area 0.1566 mm^2, IO buf count 72, Worst Path Required 63,840 ps, DR WL/cell 39.41 um, Final TNS setup 0 ps, PnR Total Power 4.546 mW, GPL Wtd Cong 0.9818, final worst setup slack 41,120 ps, placed cell count 12,941, Die Y 561.7 um, cts hold-fix bufs 0, # DRC 0, aoi share 0.1287, Final Hold Fails 0, TritonCTS clock tree built, first-pass GRT wire length 751,300 um, Starting Density 0.5026, area reported by Yosys stat 0.1566 mm^2, Final Max Slew Viols 0, Mux area share 0.03824, Post-CTS Setup Bufs 0, post-route design area 0.1780 mm^2, DP Wirelength 319,400 um, core area 0.3116 mm^2, tool warning count 27, drt total wl 543,200 um, RSZ-0062 raised after global routing no, YS warnings 1, Setup crit start kind input pin, Cell variety after synth 75, Iteration-0 DRC Markers 7,306, clock slew at reported path FFs 60 ps, max_cap viols 0, num rows 205, Max-slew headroom 0.08092, layout cells sized above 1 0.1763, via count 93,351, xor/xnor share 0, Finished Layout Cells 13,785, hold crit path type input pin to flop, Synth area leader edfxtp_1, CTS Sinks 4,096, DRT Pass-1 Iters 6, gr usage total 0.3885, Syn Inst Count 8,922, number of global-route vias before repair 97,633, antenna-violating nets left 0, count of library flops with an enable pin 4,096, PD cells 25.53 mW/mm^2, Post-synth regs 4,096, Worst Setup End Kind output port, Commonest Layout Cell edfxtp_1, worst hold slack 15,310 ps, Final Cycle Share 0.4847, H-tree depth 5
worst max-delay path, stage by stage:
cell and delay [ps]:
buf_8 340, buf_4 540, buf_4 600, buf_4 540, buf_4 550, nor2b_4 230
buf_12 290, a221oi_1 380, o22ai_1 130, a22oi_1 660, nand4_1 840, or4_1 880
clkdlybuf4s50_1 490
area by class of cell:
type                       count  area (um^2)
inverter                       7        50.05
clock buffer                 500        10620
clock inverter               259         2560
timing repair buffer         606         4777
antenna                       85        212.7
tap                         4140         5180
sequential                  4096       123000
multi-input combinational   4092        31640
fill                       22492       133600
path summary, 6_finish.rpt:
check                 to  slack (ps)  cells after the start
max         read_data[0]       41120                     13
min    data_mem[108][17]       15310                      1
kinds of logic after synthesis:
| logic type | Yosys count |
|---|---|
| muxes | 476 |
| AOI/OAI and AO/OA | 2731 |
| buffers and inverters | 734 |
| and+or+nand+nor | 885 |
| DFF | 4096 |
synthesized netlist by cell type (26+ instances only):
cell type / count
edfxtp_1: 4096
a221oi_1: 847
a22oi_1: 468
a21oi_1: 425
clkbuf_1: 324
o21ai_0: 324
nor2_1: 290
mux2_2: 277
nand2_1: 241
buf_2: 239
o22ai_1: 170
buf_1: 135
mux2i_1: 127
nor2b_1: 108
mux4_2: 70
a221o_1: 64
o221ai_1: 49
a222oi_1: 44
a211oi_1: 43
a22o_1: 43
nor3_1: 43
nand3b_1: 31
o22a_1: 31
nand3_1: 27
buf_4: 26
power breakdown:
part / internal [mW] / leakage (nW) / switching (mW) / total, mW
clock network: 1.05 / 6.38 / 0.825 / 1.88
registers: 2.38 / 36.8 / 0.00174 / 2.38
logic: 0.0724 / 11.7 / 0.218 / 0.290
routing by layer:
layer	global-route usage	up-vias	share of wire
met2	0.5071	7737	0.43
li1	-	38165	-
met4	0.1756	82	0.060
met1	0.4295	46040	0.28
met3	0.3587	1327	0.22
met5	0.1087	-	0.0063
Power and IR drop assume default switching activity.
