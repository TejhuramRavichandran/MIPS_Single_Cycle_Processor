--- run.sh ---
#!/bin/bash
# OpenROAD 26Q1-2900-gdf79404cd8, Yosys 0.63+post, stock flow scripts
make -C /OpenROAD-flow-scripts/flow DESIGN_CONFIG=/design/flow/config.mk WORK_HOME=/design/flow/orfs finish
--- config.mk ---
export PLATFORM = sky130hd
export DESIGN_NAME = instruct_mem
export DESIGN_NICKNAME = instruct_mem
export VERILOG_FILES = /design/flow/design.v
export SDC_FILE = /design/flow/constraint.sdc
export NUM_CORES = 4
export LEC_CHECK = 1
export CORE_AREA = 10 10 70 70
export DIE_AREA = 0 0 80 80
--- constraint.sdc ---
current_design instruct_mem

set clk_period 1.7
set clk_io_pct 0.2

create_clock -name clk0 -period $clk_period

set non_clock_inputs [all_inputs -no_clocks]
set_input_delay [expr $clk_period * $clk_io_pct] -clock clk0 $non_clock_inputs
set_output_delay [expr $clk_period * $clk_io_pct] -clock clk0 [all_outputs]
--- design.v ---
`timescale 1ns / 1ps
module instruct_mem(read_addr, instruct);
    input [31:0] read_addr;
    output reg [31:0] instruct;
    reg [31:0] imem [0:127];
    integer i = 0;
    initial begin
        for(i = 0; i < 128; i = i + 1) begin     
            imem[i] = 0;
        end
        imem[1]  = {6'd8, 5'd0, 5'd2, 16'd5};    
        imem[2]  = {6'd8, 5'd0, 5'd7, 16'd3};    
        imem[3]  = {6'd8, 5'd0, 5'd3, 16'd12};    
        imem[4]  = {6'd0, 5'd7, 5'd2, 5'd4, 5'd0, 6'd37};    
        imem[5]  = {6'd0, 5'd3, 5'd4, 5'd5, 5'd0, 6'd36};    
        imem[6]  = {6'd0, 5'd5, 5'd5, 5'd5, 5'd0, 6'd32};    
        imem[7]  = {6'd4, 5'd5, 5'd7, 16'd8};    
        imem[8]  = {6'd0, 5'd3, 5'd4, 5'd6, 5'd0, 6'd42};    
        imem[9]  = {6'd4, 5'd6, 5'd0, 16'd1};    
        imem[10] = {6'd8, 5'd0, 5'd5, 16'd10};    
        imem[11] = {6'd0, 5'd7, 5'd2, 5'd6, 5'd0, 6'd42};    
        imem[12] = {6'd0, 5'd6, 5'd5, 5'd7, 5'd0, 6'd32};    
        imem[13] = {6'd0, 5'd7, 5'd2, 5'd7, 5'd0, 6'd34};    
        imem[14] = {6'd2, 26'd15};    
        imem[15] = {6'd35, 5'd0, 5'd7, 16'd0};    
        imem[16] = {6'd43, 5'd2, 5'd7, 16'd71};    
    end
    always @(*) begin
      instruct = imem[read_addr[31:2]];
    end
endmodule
==> flow_summary.yaml <==
# generated from flow reports
job:
  log.warning_count: 66
  max_cap_violations: 0
final_timing:
  hold_ws_ps: 1120
  slew_viol_final: 0
  fin_crit_ps: 1820
  rsz0062_at_grt: "yes"
  setup_viol: 10
  max_freq_mhz: 549
  setup_tns_ps: -788
  finalClockPeriodUsage_pct: 107
  hold_viol: 0
  timing.final.ws_setup_ps: -121
floorplan:
  rows: 21
  dieArea_um2: 6400
  ios: 64
  die_x_um: 80
  die_h_um: 80
  fp_util_pct: 19.2
  core_area_um2: 3420
global_routing:
  antenna_found_initial: 0
  grt_max_degree: 16
  grt_overflow: 0
  grt_pass1_wl_um: 4220
  grt_use_total_pct: 7.78
  grt_pass1_vias: 939
hold_path:
  min_to: "instruct[16]"
  min_from: "read_addr[7]"
  whs_path_depth: 5
  hold_path_class: "in -> out"
final_layout:
  drive_gt1_share_pct: 67.7
  syn_to_final_growth_pct: 124
  clkbuf_count: 0
  finalNonFillerCells: 207
  regArea_um2: 0
  final_cell_area_um2: 1470
  design.seq.count: 0
routing:
  firstDrtPassIters: 4
  drc_errors: 0
  via_count: 884
  wl_um: 2810
  via_per_inst: 4.27
  routedWlPerCell_um: 13.6
  antenna_left: 0
  dr.first_iter.drc_count: 43
  n_antenna_cell: 0
pwr:
  ir_drop_mv: 0.113
  power_frac_seq_pct: 0
  comb_power_share_pct: 100.0
  leakagePower_nw: 0.699
  clkPwrFrac_pct: 0
  sw_frac_of_total_pct: 46.2
  p_switching_mw: 0.139
  p_per_area_nw_per_um2: 204
  p_int_mw: 0.162
worst_setup_path:
  slowest_delay_ps: 490
  start_kind: "input port"
  cp_cell_sequence: "buf_8 -> inv_6 -> buf_8 -> ha_4 -> mux4_2 -> nor2_4 -> nor2_4 -> buf_2"
  cp.arrival_ps: 1480
  criticalPathCategory: "in -> out"
  worst_setup_path_end_kind: "output pin"
  worstPathMaxFanout: 4
  critPathSlowestCell: "mux4_2"
  crit_required_ps: 1360
synth:
  most_common_cell: "buf_4"
  avgSynthCellArea_um2: 6.84
  yosys_warnings: 1
  synth_chip_area_um2: 657
  syn_area_um2: 657
  xor_share_pct: 0
  synthDominantCellAreaShare_pct: 17.1
  ys_sh_simple_pct: 25.0
  common_cells: "buf_4 (15), nor2_1 (13), a21oi_1 (12), ha_1 (8), inv_1 (6)"
  synthCells: 96
  ys_cells: 96
  topCombFamilyByArea: "AND-OR/OR-AND gates"
  synth_top_cell_by_area: "buf_4"
  synthTopCellsByArea: "buf_4 (17%), ha_1 (15%), a21oi_1 (9.1%)"
  ys_sh_aoi_pct: 26.3
  yosys.stat.seqShare_pct: 0
  synth.distinct_cells: 29
  adder_share_pct: 15.2
  ys_sh_mux_pct: 6.86
run_status:
  failed_checks: "negative setup slack"
  status: "complete, but fails checks"
clocking:
  postCtsHoldBufs: 0
placed_design:
  placed_cell_area_um2: 1030
  hpwl_um: 1810
  place.gp.congestion: 0.877
  placed_cells: 181
  port_buffers: 27
## worst max path at each step
| stage | slack [ps] | end | cells after the start | from |
|---|---|---|---|---|
| CTS | -210 | instruct[17] | 7 | read_addr[2] |
| global route | -150 | instruct[0] | 8 | read_addr[3] |
| finish | -120 | instruct[0] | 8 | read_addr[3] |
## cell usage in the layout (no fill, tap or decap), types with 3 or more instances in the layout
cell type,Yosys,final
a21oi_1,12,5
buf_4,15,24
buf_2,2,15
conb_1,1,12
nor2_4,0,3
nand2_1,4,4
nor2_1,13,8
clkbuf_2,0,5
a21oi_2,0,6
buf_8,0,5
nand3_1,4,3
o21ai_1,1,4
buf_6,2,20
inv_1,6,3
dlygate4sd2_1,0,3
ha_4,0,5
## metrics by stage
step | worst slack (ps) | total power, mW | util, %
after CTS | -212 | 0.269 | 40.5
final | -121 | 0.301 | 43.2
after global placement | -1010 | 0.188 | 30.2
after detailed placement | -989 | 0.188 | 30.2
after floorplan | 51.0 | 0.110 | -
after global routing | -153 | 0.322 | 43.2
## timing repair
action | 4_1_cts | 5_1_grt
gates cloned | 0 | 0
buffers inserted | 24 | 3
gates resized | 142 | 28
setup endpoints to repair | 20 | 19
pin swaps | 19 | 17
## power groups by stage
| stage | clock (mW) | combinational, mW | sequential [mW] |
|---|---|---|---|
| after CTS | 0 | 0.269 | 0 |
| after global routing | 0 | 0.322 | 0 |
| final | 0 | 0.301 | 0 |
## worst max-delay path: cells and delay by family
kind                     cells  cell delay (ps)
multiplexers                 1              490
buffers and inverters        4              350
AND/OR/NAND/NOR              2              160
adder cells (fa/ha/maj)      1              150
## logic make-up (layout without fill, tap and decap cells)
| kind of cell | count (synthesis) | in the layout |
|---|---|---|
| simple gates | 33 | 33 |
| other cells | 1 | 12 |
| buf+inv | 26 | 80 |
| mux | 2 | 2 |
| fa+ha+maj | 8 | 8 |
| compound gates | 26 | 26 |
## layout make-up
class,count,area [µm²]
tap,46,57.6
inverter,7,36.3
timing repair buffer,73,614
multi-input combinational,81,766
fill,319,1940
## per-layer routing
layer	global-route usage [%]	wire length [µm]	vias up
met2	15.2	1500	22
met5	0	0	-
li1	-	-	440
met1	9.04	1210	422
met4	0.704	0	0
met3	0.682	93	0
No activity file was given, so power comes from the tool's default toggle rates.
