==> design/flow/design.v <==
`timescale 1ns / 1ps
module regfile(
    clk,regwrite,
    read_reg_1,read_reg_2,write_reg,
    write_data,
    read_data_1, read_data_2
    );
input clk,regwrite;
input [4:0]read_reg_1,read_reg_2,write_reg;
input [31:0]write_data;
output reg [31:0]read_data_1,read_data_2;
reg [31:0]register_set[0:31];
integer i=0;
initial begin
    for (i=0; i<32; i=i+1) begin
        register_set[i]= 32'b0;
    end
end
always @(read_reg_1 or register_set[read_reg_1]) begin
if (read_reg_1!=0) read_data_1=register_set[read_reg_1];
else read_data_1=0;
end 
always @(read_reg_2 or register_set[read_reg_2]) begin
if (read_reg_2!=0) read_data_2=register_set[read_reg_2];
else read_data_2=0;
end
always @(posedge clk) begin
if (regwrite) register_set[write_reg]<=write_data;
end
endmodule
==> design/flow/run.sh <==
#!/bin/bash
# OpenROAD 26Q1-2900-gdf79404cd8, Yosys 0.63+post, stock flow scripts
make -C /OpenROAD-flow-scripts/flow DESIGN_CONFIG=/design/flow/config.mk WORK_HOME=/design/flow/orfs finish
==> design/flow/config.mk <==
export PLATFORM = sky130hd
export DESIGN_NAME = regfile
export DESIGN_NICKNAME = regfile
export VERILOG_FILES = /design/flow/design.v
export SDC_FILE = /design/flow/constraint.sdc
export NUM_CORES = 4
export LEC_CHECK = 1
export CORE_UTILIZATION = 40
==> design/flow/constraint.sdc <==
current_design regfile

set clk_period 9.5
set clk_io_pct 0.2

create_clock -name clk0 -period $clk_period [get_ports {clk}]

set non_clock_inputs [all_inputs -no_clocks]
set_input_delay [expr $clk_period * $clk_io_pct] -clock clk0 $non_clock_inputs
set_output_delay [expr $clk_period * $clk_io_pct] -clock clk0 [all_outputs]
==> flow_metrics.tcl <==
# collected from the flow reports
set metrics [dict create \
    ant_nets 0 \
    yosysWarningCount 1 \
    drt_wl_total_um 146000 \
    worstPathArrival_ns 6.18 \
    total_power_mw 9.93 \
    setup_slack_ns 1.42 \
    fin_area_um2 53600 \
    die-area_um2 119000 \
    drive_gt1_share_pct 28.6 \
    top_area_share_pct 65.5 \
    clock.fmax_mhz 124 \
    hold_violations 0 \
    edf_count 1024 \
    hold_path.class "in -> reg" \
    fp.dieH_um 345 \
    ys_area_um2 47000 \
    ys_types 40 \
    layoutNonFillerInstCount 4142 \
    ys_cells 2400 \
    grt_start_max_net_pins 88 \
    ctsResizeCount 0 \
    violations "max-capacitance violations, max-slew violations" \
    clkTransAtPathRegs_ns 0.06 \
    dpl.cell_count 3949 \
    crit_path_frequent_cell "clkdlybuf4s50_1" \
    placement.cell_area_um2 50300 \
    cp_slowest_cell "nor3_1" \
    area_leaders "edfxtp_1 (65%), mux4_2 (20%), mux2i_1 (3.9%)" \
    syn_area_per_cell_um2 19.6 \
    crit_path_cell_trace "clkdlybuf4s50_1, and2_2, buf_12, a22o_1, a2111oi_0, nor3_1, clkdlybuf4s50_1" \
    maxSlewHeadroom_pct -1.84 \
    setup-violations-final 0 \
    first_iter_violations 1821 \
    coreArea_um2 116000 \
    timing_worst_setup_path_type "in -> out" \
    cts_setup_buffers 0 \
    top_register "register_set" \
    io-pin-count 113 \
    fin_crit_ns 8.08 \
    cap_violations 1 \
    grt_usage_pct 27.3 \
    whs_path_depth 2 \
    synth.most_common_cell "edfxtp_1" \
    grt_pass1_wl_um 208000 \
    cts_sinks 1024 \
    grt_pass1_vias 30189 \
    status "complete, but fails checks" \
    cts_root_buffer "clkbuf_16" \
    min_to "register_set[6][16]" \
    clockBufferDepth 3 \
    whs_ns 2.05 \
    setup_tns_ns 0 \
    port_buffers 112 \
    largest_area_cell "edfxtp_1" \
    max_stage_delay_ns 1.21 \
    drv_slew 2 \
    initial_core_util_pct 40.4 \
    critPathRequiredTime_ns 7.60 \
    tightest_slew_ns 1.52 \
    ys_ff 1024 \
    post-route-drc-count 0 \
    rsz0062_at_grt "false" \
    critPathMaxFanout 38 \
    hold_path.startpoint "write_data[16]" \
    grt-ovfl-total 0 \
    cts_made_buffers 103 \
    place_congestion 0.889 \
    netlist_instances 2400 \
    ff_type "edfxtp_1" \
    fill_cells 9408 \
    hold_buffers 0 \
    yosys-top-cells-count "edfxtp_1 (1024), mux4_2 (425), mux2i_1 (183), clkbuf_1 (104), nand2_1 (65)" \
    antenna_found_initial 4 \
    vias_per_cell 6.35 \
    endpoint_kind "output port" \
    top_regs "register_set x1024" \
    dp_hpwl_um 86500 \
    power_leakage_nw 17.0 \
    largest_reg_flops 1024 \
    tritoncts "yes" \
    warning_count 26 \
    first_pass_iters 5 \
    wl_per_cell_um 35.2 \
    final_util_pct 46.0 \
    synthArstFlopShare_pct 0 \
    dp_slack_ns 1.56 \
    fin_crit_sh_pct 85.1 \
    vdd.ir_drop.worst_mv 0.170 \
    yosysSeqAreaShare_pct 65.5 \
    vias 26307 \
    rows 125 \
    htreeDepth 3 \
    cp-start-kind "input pin" \
    syn_to_final_growth_pct 14.1 \
    synth_area_um2 47000 \
    p_per_area_nw_per_um2 185 \
    die_w_um 345 \
]
how the worst max path moves through the flow:
stage	from	end	depth (start not counted)
CTS	read_reg_1[3]	read_data_1[2]	7
global route	read_reg_1[3]	read_data_1[28]	7
finish	read_reg_1[3]	read_data_1[5]	7
cell type report:
cell class              count  area (um^2)  area share, %
diodes                      3         7.51         0.0140
flip-flops and latches   1024        30700           57.4
inverters                  25         96.3          0.180
multi-input cells        1150        15400           28.8
well taps                1524         1910           3.56
clock inverters            68          639           1.19
clock buffers             121         2650           4.94
repair buffers            227         2110           3.93
worst max-delay path: cells and delay by family:
kind / cells / cell delay (ns)
AND/OR/NAND/NOR: 2 / 2.06
buffers and inverters: 3 / 1.89
AND-OR/OR-AND: 2 / 0.27
cells in the final DEF, fill, tap and decap left out, drive strengths merged, types with 6 or more instances in the layout:
cell type      instances
a2111oi               31
a211o                 23
a211oi                47
a21oi                 46
a221oi                23
a22o                  62
a32o                   9
and2                  13
buf                  122
bufinv                10
clkbuf               121
clkdlybuf4s50        105
clkinv                45
clkinvlp               6
edfxtp              1024
inv                   32
mux2                  24
mux2i                183
mux4                 425
nand2                 65
nand3b                 7
nor2                  35
nor2b                  8
nor3                  33
nor4                   9
o221ai                31
o22ai                 55
cells by family after synthesis:
logic type | share of synthesized area, %
AOI/OAI and AO/OA | 5.41
buffers and inverters | 2.31
DFF | 65.5
muxes | 24.9
and+or+nand+nor | 1.94
where the power goes:
group          internal, mW  leakage (nW)  total (mW)  switching [mW]
clock                  2.26          1.60        3.98            1.71
combinational         0.381          6.17       0.904           0.524
sequential             5.03          9.22        5.05          0.0222
total                  7.67          17.0        9.93            2.26
metal layers:
layer,routed length [um],part of all wire (%),vias up,track usage (%)
met5,186,0.13,-,2.00
li1,-,-,10699,-
met2,67000,46,2112,39.1
met4,4740,3.3,6,7.16
met3,30100,21,284,24.9
met1,43700,30,13206,29.2
Power and IR drop assume default switching activity.
